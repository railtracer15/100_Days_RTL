`run.sh`:
```
#!/bin/bash
# OpenROAD 26Q1-2900-gdf79404cd8, Yosys 0.63+post, stock flow scripts
make -C /OpenROAD-flow-scripts/flow DESIGN_CONFIG=/design/flow/config.mk WORK_HOME=/design/flow/orfs finish
```
`config.mk`:
```
export PLATFORM = sky130hd
export DESIGN_NAME = sqrt
export DESIGN_NICKNAME = sqrt
export VERILOG_FILES = /design/flow/design.v
export SDC_FILE = /design/flow/constraint.sdc
export NUM_CORES = 4
export LEC_CHECK = 1
export CORE_AREA = 10 10 70 70
export DIE_AREA = 0 0 80 80
```
`constraint.sdc`:
```
current_design sqrt

set clk_period 4.7
set clk_io_pct 0.2

create_clock -name clk0 -period $clk_period

set non_clock_inputs [all_inputs -no_clocks]
set_input_delay [expr $clk_period * $clk_io_pct] -clock clk0 $non_clock_inputs
set_output_delay [expr $clk_period * $clk_io_pct] -clock clk0 [all_outputs]
```
`design.v`:
```
`timescale 1ns / 1ps
module csm(  
    input wire a, b, bi, os,    
	output wire d, bo           
	);  
    wire d1 = a ^ b ^ bi;
    assign d = (os & a) + (~os & d1);
	assign bo = (~a & b) + (bi & (~(a ^ b)));
endmodule
module sqrt(     
        input [7:0] x,
        output [3:0] q,
        output [4:0] r
    );
    wire [2:0] b0;
    wire [3:0] b1;
    wire [4:0] b2;
    wire [5:0] b3;
    wire [2:0] d0;
    wire [3:0] d1;
    wire [4:0] d2;
    wire [5:0] d3;
    wire [3:0] s;    
    csm C00 (.a(x[6])   , .b(1)  , .bi(0)    , .os(b0[2]), .d(d0[0]), .bo(b0[0]));
    csm C01 (.a(x[7])   , .b(0)  , .bi(b0[0]), .os(b0[2]), .d(d0[1]), .bo(b0[1]));
    csm C02 (.a(0)      , .b(0)  , .bi(b0[1]), .os(b0[2]), .d(d0[2]), .bo(b0[2]));
    csm C10 (.a(x[4])   , .b(1)     , .bi(0)    , .os(b1[3]), .d(d1[0]), .bo(b1[0]));
    csm C11 (.a(x[5])   , .b(0)     , .bi(b1[0]), .os(b1[3]), .d(d1[1]), .bo(b1[1]));
    csm C12 (.a(d0[0])  , .b(~b0[2]), .bi(b1[1]), .os(b1[3]), .d(d1[2]), .bo(b1[2]));
    csm C13 (.a(d0[1])  , .b(0)     , .bi(b1[2]), .os(b1[3]), .d(d1[3]), .bo(b1[3]));
    csm C20 (.a(x[2])   , .b(1)     , .bi(0)    , .os(b2[4]), .d(d2[0]), .bo(b2[0]));
    csm C21 (.a(x[3])   , .b(0)     , .bi(b2[0]), .os(b2[4]), .d(d2[1]), .bo(b2[1]));
    csm C22 (.a(d1[0])  , .b(~b1[3]), .bi(b2[1]), .os(b2[4]), .d(d2[2]), .bo(b2[2]));
    csm C23 (.a(d1[1])  , .b(~b0[2]), .bi(b2[2]), .os(b2[4]), .d(d2[3]), .bo(b2[3]));
    csm C24 (.a(d1[2])  , .b(0)     , .bi(b2[3]), .os(b2[4]), .d(d2[4]), .bo(b2[4]));
    csm C30 (.a(x[0])   , .b(1)     , .bi(0)    , .os(b3[5]), .d(d3[0]), .bo(b3[0]));
    csm C31 (.a(x[1])   , .b(0)     , .bi(b3[0]), .os(b3[5]), .d(d3[1]), .bo(b3[1]));
    csm C32 (.a(d2[0])  , .b(~b2[4]), .bi(b3[1]), .os(b3[5]), .d(d3[2]), .bo(b3[2]));
    csm C33 (.a(d2[1])  , .b(~b1[3]), .bi(b3[2]), .os(b3[5]), .d(d3[3]), .bo(b3[3]));
    csm C34 (.a(d2[2])  , .b(~b0[2]), .bi(b3[3]), .os(b3[5]), .d(d3[4]), .bo(b3[4]));
    csm C35 (.a(d2[3])  , .b(0)     , .bi(b3[4]), .os(b3[5]), .d(d3[5]), .bo(b3[5]));
    assign q = {~b0[2], ~b1[3], ~b2[4], ~b3[5]};
    assign r = d3;
endmodule
```
==> results.txt <==
flow finished, numbers: highest achievable clock rate=203 MHz, power consumption=0.000218 W, area of the synthesized netlist per yosys stat=500 um^2, M2 GR Usage=9.07%, quantity of hold-fixing buffers added after cts=0, clock buffers=0, share of total power in combinational logic=100.0%, count of final max-slew check failures=0, Placed Instance Area=868 um^2, result of the run=finished with violations, # setup viols final=5, worst slew margin relative to its limit=82.1%, required time at the worst-slack endpoint=3.76 ns, initial antenna violation count=0, maximum VDD drop=53.9 uV, number of remaining DRC errors=0, number of fill cells in the layout=334, cell count after placement=136, placer's final routability congestion estimate=0.790, final std cell area, no fill=0.00114 mm^2, Setup Total Neg Slack=-0.697 ns, via-per-instance ratio=3.54, layout cell share with drive strength beyond 1=78.9%, final hold violation count=0, combined area of all synthesized cells=500 um^2, RSZ-0062 raised after global routing=true, Hold WC Path Type=primary input to primary output, areal power density over the cells=192 mW/mm^2, Main area contributors=sky130_fd_sc_hd__fa_1 (12%), sky130_fd_sc_hd__buf_4 (12%), sky130_fd_sc_hd__ha_1 (10%), sky130_fd_sc_hd__xnor2_1 (7.0%), sky130_fd_sc_hd__mux2i_1 (6.0%), most frequent cells after synthesis=sky130_fd_sc_hd__buf_4 (8), sky130_fd_sc_hd__inv_1 (8), sky130_fd_sc_hd__ha_1 (4), sky130_fd_sc_hd__xnor2_1 (4), initial standard-cell utilization of the core=14.7%, Final Cycle Share=105%, detailed placer's ending HPWL=1.14 mm, first-pass GRT wire length=2.66 mm, launching element type of the critical path=primary input, count of different cell masters after synthesis=24, failing checks=negative setup slack, TritonRoute pass-1 iters=3, internal power summed over all cells=0.000145 W, mean routed wirelength per cell=9.75 um, Placement Rows=21, count of buffers from port buffering=17, critical path arrival=3.99 ns, Sw Ratio=33.4%, Core Area=0.00342 mm^2, utilization after layout=33.3%, worst setup path class=primary input to primary output, met1 usage in global routing=6.10%, via count of the first global-routing pass=607, share of the yosys chip area belonging to registers=0%, I/O pin cnt=17, post-route non-filler standard cell count=155, most area-hungry cell type in the Yosys netlist=sky130_fd_sc_hd__fa_1, part of the total power dissipated in the clock network=0%, Die W=80 um, kind of end point of the critical path=primary output, post-route ant nets=0, die area=0.00640 mm^2, global routing met3 resource utilization=0.455%, switching power total=0.0000729 W, storage element area=0 um^2, number of flip-flops and latches=0, Post-Synthesis Mean Instance Area=8.94 um^2, global router's overall resource usage=4.83%, remaining global-route overflow=0, number of cell instances after yosys synthesis=56, Warnings, synthesis=17, maximum number of pins on one net before global-route repair=6, count of maximum capacitance violations=0, share of Yosys cell area claimed by the top area cell type=12.0%, worst path setup slack after routing=-0.229 ns, minimum clock period after layout=4.93 ns, violation count after the first detailed-route iteration=15, number of warnings in the stage logs=36, Layout Area Growth over Synthesis=127%, die outline height=80 um, crit-path max FO=3, Post-Route WL=1.51 mm, relative contribution of sequential cells to total power=0%, instance count of the mapped netlist=56, actual slew at the worst max-slew pin=0.267 ns, standby leakage power=0.527 nW, busiest metal layer after global routing=met2, antenna cell count=0, vias after detailed routing=548
power groups by stage:
stage,combinational [W],clock (W),sequential [W]
CTS,0.000206,0,0
global route,0.000237,0,0
finish,0.000218,0,0
cell type report:
| class | count | area (um^2) | area share, % |
|---|---|---|---|
| inverter | 8 | 40.0 | 3.52 |
| multi-input combinational | 40 | 546 | 47.9 |
| tap | 46 | 57.6 | 5.05 |
| timing repair buffer | 61 | 495 | 43.5 |
path summary, 6_finish.rpt:
path / startpoint / end / depth (start not counted)
setup / recovery: x[4] / r[3] / 16
hold / removal: x[1] / r[1] / 4
layer usage:
metal / routed length, um / up-vias
met5: 0 / -
met4: 0 / 0
met3: 61 / 0
met2: 753 / 8
met1: 697 / 251
li1: - / 289
kinds of logic after synthesis:
| group | count (synthesis) | share of synthesized area [%] |
|---|---|---|
| AOI/OAI and AO/OA | 12 | 26.0 |
| xor gates and xnor gates | 4 | 7.00 |
| adders and majority gates | 7 | 22.0 |
| buffers and inverters | 16 | 18.0 |
| muxes | 5 | 12.0 |
| and+or+nand+nor | 12 | 15.0 |
placed cells by master, fill, tap and decap left out, drive strengths merged, types with 3 or more instances in the layout:
| cell | count |
|---|---|
| clkdlybuf4s50 | 5 |
| nand2b | 4 |
| a21oi | 5 |
| inv | 8 |
| fa | 3 |
| ha | 4 |
| buf | 53 |
| xnor2 | 4 |
| mux2i | 3 |
worst max-delay path, cell delays in order:
cell and delay, ns:
sky130_fd_sc_hd__buf_8 0.08, sky130_fd_sc_hd__inv_6 0.04, sky130_fd_sc_hd__ha_4 0.25, sky130_fd_sc_hd__and3_4 0.19, sky130_fd_sc_hd__nor2_4 0.05, sky130_fd_sc_hd__fa_2 0.37, sky130_fd_sc_hd__a21oi_4 0.14, sky130_fd_sc_hd__nand2_2 0.10
sky130_fd_sc_hd__mux2i_4 0.20, sky130_fd_sc_hd__fa_2 0.39, sky130_fd_sc_hd__fa_2 0.37, sky130_fd_sc_hd__a311oi_4 0.22, sky130_fd_sc_hd__buf_4 0.17, sky130_fd_sc_hd__buf_6 0.09, sky130_fd_sc_hd__mux2_4 0.29, sky130_fd_sc_hd__buf_6 0.11
repair_timing:
| action | in CTS | in global routing |
|---|---|---|
| cloned | 0 | 0 |
| endpoints found under the setup margin | 6 | 6 |
| pin swaps | 15 | 3 |
| gates resized | 72 | 4 |
| setup buffers | 19 | 3 |
through the flow:
stage	worst slack, ns	hold WS [ns]
2_1_floorplan	-0.259	2.04
3_3_place_gp	-0.990	2.82
3_5_place_dp	-0.993	2.83
4_1_cts	-0.190	2.53
5_1_grt	-0.360	2.57
6_report	-0.229	2.52
Power and IR drop assume default switching activity.
