==> /design/flow/design.v <==
`timescale 1ns / 1ps
module barrel_shifter #(
    parameter WIDTH = 8
)(
    input  wire [WIDTH-1:0] data_in,
    input  wire [$clog2(WIDTH)-1:0] shift_amt,
    input  wire shift_dir,   
    input  wire rotate,      
    output reg  [WIDTH-1:0] data_out
);
    always @(*) begin
        if (shift_dir == 0) begin  
            if (rotate)
                data_out = (data_in << shift_amt) | (data_in >> (WIDTH - shift_amt));
            else
                data_out = data_in << shift_amt;
        end else begin  
            if (rotate)
                data_out = (data_in >> shift_amt) | (data_in << (WIDTH - shift_amt));
            else
                data_out = data_in >> shift_amt;
        end
    end
endmodule
==> /design/flow/run.sh <==
#!/bin/bash
# OpenROAD 26Q1-2900-gdf79404cd8, Yosys 0.63+post, stock flow scripts
make -C /OpenROAD-flow-scripts/flow DESIGN_CONFIG=/design/flow/config.mk WORK_HOME=/design/flow/orfs finish
==> /design/flow/config.mk <==
export PLATFORM = sky130hd
export DESIGN_NAME = barrel_shifter
export DESIGN_NICKNAME = barrel_shifter
export VERILOG_FILES = /design/flow/design.v
export SDC_FILE = /design/flow/constraint.sdc
export NUM_CORES = 4
export LEC_CHECK = 1
export CORE_AREA = 10 10 91 91
export DIE_AREA = 0 0 101 101
==> /design/flow/constraint.sdc <==
current_design barrel_shifter

set clk_period 3.0
set clk_io_pct 0.2

create_clock -name clk0 -period $clk_period

set non_clock_inputs [all_inputs -no_clocks]
set_input_delay [expr $clk_period * $clk_io_pct] -clock clk0 $non_clock_inputs
set_output_delay [expr $clk_period * $clk_io_pct] -clock clk0 [all_outputs]
==> results.py <==
# Auto-generated metrics
metrics = {
    "final_timing": {
        "fin_ws_ns": 0.09492,
        "finalCriticalPeriod_ns": 2.905,
        "period_used_share": 0.9684,
        "setup_viol": 0,
        "fmax_mhz": 344.2,
        "drv_slew": 0,
        "maxSlewHeadroom": 0.7517,
        "finalHoldViolCount": 0,
        "rsz0062_at_grt": "false",
        "tightestPinTransition_ns": 0.3631,
    },
    "yosys": {
        "syn_area_mm2": 0.001190,
        "ys_chip_area_mm2": 0.001190,
        "ys_sh_adder": 0.01052,
        "syn_inst": 151,
        "synth.avg_cell_area_um2": 7.880,
        "aoi_share": 0.3165,
        "postSynthSeqShare": 0,
        "xor_area_frac": 0.02103,
        "yosys_warnings": 1,
        "ys_cells": 151,
        "yosysUniqueCellTypes": 50,
        "synth.logic.top_family": "multiplexers",
        "mux_area_frac": 0.3491,
        "ys_sh_simple": 0.2072,
    },
    "setup_path": {
        "start_kind": "input port",
        "startpoint": "data_in[6]",
        "slowest_delay_ns": 0.52,
        "cp_slowest_cell": "mux4_2",
        "crit_type": "input port to primary output",
        "crit_top_cell": "dlygate4sd2_1",
        "worstPathCellList": "dlygate4sd2_1 > mux4_2 > a311oi_2 > a21oi_1 > o221a_1 > dlygate4sd2_1",
        "crit_arrival_ns": 2.31,
        "endpoint_kind": "primary output",
        "critical_path.max_fanout": 8,
        "cp.required_ns": 2.40,
    },
    "routing": {
        "drc": 0,
        "drt_iter0_drc": 127,
        "routedWlPerCell_um": 16.30,
        "final_antenna_net_count": 0,
        "vias": 1655,
        "routed_wl_mm": 5.264,
        "viasPerCell": 5.124,
        "first_pass_iters": 4,
        "diodes": 0,
    },
    "power_and_ir_drop": {
        "p_per_area_mw_per_mm2": 181.9,
        "p_leak_nw": 0.9975,
        "ir_drop_uv": 108.7,
    },
    "final_layout": {
        "n_sequential_cell": 0,
        "drive_gt1_frac": 0.5813,
        "nClkBuffers": 0,
        "utilization": 0.3647,
        "syn2layout_area_growth_pct": 94.64,
        "seqCellArea_um2": 0,
        "stdcell_area_mm2": 0.002316,
    },
    "die": {
        "io_pins": 21,
        "chipArea_mm2": 0.01020,
        "fp_util": 0.1874,
        "die_x_um": 101,
        "core.rowCount": 29,
        "die_y_um": 101,
        "core_mm2": 0.006350,
    },
    "global_route": {
        "grt_usage": 0.09821,
        "grt_pass1_wl_mm": 8.314,
        "use_met1": 0.1320,
        "antenna_found_initial": 0,
        "met2_usage": 0.1700,
        "busiest_layer": "met2",
        "grt_max_degree": 23,
        "grt_util_met3": 0.01109,
        "grt_pass1_vias": 1683,
        "gr-total-overflow": 0,
    },
    "run": {
        "maxCapViolCount": 0,
        "warnings": 33,
    },
    "placement": {
        "dpl_cell_area_mm2": 0.001932,
        "routabilityCongestion": 0.9484,
        "post-dp-hpwl_mm": 3.744,
        "portBuffers": 21,
        "place_worst_setup_slack_ns": -0.6081,
    },
    "run_status": {
        "status": "completed",
    },
    "worst_hold_path": {
        "min_path_type": "input port to primary output",
        "hp-start": "shift_amt[0]",
    },
}
==> layer usage <==
metal	routed length [µm]	up-vias
met2	2461	69
met3	432	7
met4	93	0
li1	-	791
met1	2277	788
met5	0	-
==> cell type report <==
class / count / area [µm²]
inverters: 6 / 26.28
fillers: 602 / 4034
repair buffers: 111 / 942.2
well taps: 77 / 96.34
multi-input cells: 129 / 1251
==> path summary, 6_finish.rpt <==
check,end,slack [ns],cells past startpoint
worst min-delay path,data_out[7],1.89,7
worst max-delay path,data_out[4],0.09,6
==> critical path: cells and delay by family <==
kind	cells	cell delay (ns)
AND-OR/OR-AND	3	0.59
buffers and inverters	2	0.59
multiplexers	1	0.52
==> placed cells by master (no fill, tap or decap), drive strengths merged, types with 2 or more instances in the layout <==
master / count
buf: 95
nand2: 14
mux4: 12
nor2: 12
dlygate4sd2: 11
mux2i: 10
a21oi: 7
o21ai: 7
nand2b: 6
inv: 5
mux2: 4
nand3: 4
and2: 4
a211oi: 4
o22ai: 4
a2111oi: 4
nor2b: 3
o211ai: 3
o31ai: 3
nor3: 3
a31oi: 2
a311oi: 2
a221o: 2
clkdlybuf4s50: 2
or2: 2
clkbuf: 2
==> timing repair <==
action | in CTS | in global routing
pin swaps | 23 | 10
gates resized | 62 | 25
hold buffers | 0 | 0
endpoints found under the hold margin | 0 | 0
cloned | 1 | 1
buffers inserted | 18 | 4
setup endpoints to repair | 8 | 8
==> through the flow <==
stage | hold slack, ns | setup TNS [ns] | power [mW] | instances
final | 1.885 | 0 | 0.4214 | 323
after global routing | 1.918 | 0 | 0.4522 | 323
after CTS | 1.979 | -0.0007887 | 0.3881 | 318
after detailed placement | 2.443 | -4.604 | 0.3487 | 299
after global placement | 2.435 | -4.580 | 0.3488 | 299
after floorplan | 1.326 | 0 | 0.1764 | 151
==> cell usage after synthesis (4+ instances only) <==
cell	n	share of area
mux2i_1	10	0.084
mux4_2	12	0.23
inv_1	5	0.016
nand3_1	4	0.017
o21ai_0	5	0.021
mux2_2	4	0.038
nor2_1	12	0.038
nand2b_1	6	0.032
a21oi_1	7	0.029
nand2_1	14	0.044
o22ai_1	4	0.021
buf_2	4	0.017
clkbuf_1	7	0.022
==> where the power goes <==
| group | switching, mW | internal [mW] | total, mW |
|---|---|---|---|
| Sequential | 0 | 0 | 0 |
| Combinational | 0.182 | 0.240 | 0.421 |
| Clock | 0 | 0 | 0 |
| Total | 0.182 | 0.240 | 0.421 |
==> kinds of logic (layout without fill, tap and decap cells) <==
| logic type | after synthesis | after routing |
|---|---|---|
| multiplexers | 26 | 26 |
| XOR/XNOR | 2 | 2 |
| AND/OR/NAND/NOR | 51 | 51 |
| buffers and inverters | 22 | 117 |
| adder cells (fa/ha/maj) | 1 | 1 |
| AND-OR/OR-AND | 49 | 49 |
Power and IR drop assume default switching activity.
