[flow/run.sh]
#!/bin/bash
# OpenROAD 26Q1-2900-gdf79404cd8, Yosys 0.63+post, stock flow scripts
make -C /OpenROAD-flow-scripts/flow DESIGN_CONFIG=/design/flow/config.mk WORK_HOME=/design/flow/orfs finish
[flow/config.mk]
export PLATFORM = sky130hd
export DESIGN_NAME = Four_Bit_Array_Multiplier
export DESIGN_NICKNAME = Four_Bit_Array_Multiplier
export VERILOG_FILES = /design/flow/design.v
export SDC_FILE = /design/flow/constraint.sdc
export NUM_CORES = 4
export LEC_CHECK = 1
export CORE_AREA = 10 10 70 70
export DIE_AREA = 0 0 80 80
[flow/constraint.sdc]
current_design Four_Bit_Array_Multiplier

set clk_period 5.8
set clk_io_pct 0.2

create_clock -name clk0 -period $clk_period

set non_clock_inputs [all_inputs -no_clocks]
set_input_delay [expr $clk_period * $clk_io_pct] -clock clk0 $non_clock_inputs
set_output_delay [expr $clk_period * $clk_io_pct] -clock clk0 [all_outputs]
[flow/design.v]
`timescale 1ns / 1ps
module Half_Adder(
    input A,B,
    output S,C
);
    xor(S   ,A  ,B  );
    and(C   ,A  ,B  );
endmodule
module Full_Adder(
    input A,B,Cin,
    output S,C
);
    wire w1,w2,w3;
    xor (w1 ,A  ,B  );
    xor (S  ,w1 ,Cin);
    and (w2 ,Cin,w1 );
    and (w3 ,A  ,B  );
    or  (C  ,w3 ,w2 );
endmodule
module Four_Bit_Array_Multiplier(
    input [3:0] X, 
    input [3:0] Y, 
    output [7:0] Z
    );
    wire [3:0] P0,P1,P2,P3; 
    assign P0= X & {4{Y[0]}};
    assign P1= X & {4{Y[1]}};
    assign P2= X & {4{Y[2]}};
    assign P3= X & {4{Y[3]}};
    wire [12:1] tmp_c; 
    wire [6:1] tmp_s; 
    assign Z[0]=P0[0];
    Half_Adder HA1 (.S(Z[1])    ,.C(tmp_c[1])   ,.A(P0[1])  ,.B(P1[0]));
    Full_Adder FA1 (.S(tmp_s[1]),.C(tmp_c[2])   ,.A(P1[1])  ,.B(P0[2])  ,.Cin(tmp_c[1]));
    Full_Adder FA2 (.S(tmp_s[2]),.C(tmp_c[3])   ,.A(P0[3])  ,.B(P1[2])  ,.Cin(tmp_c[2]));
    Half_Adder HA2 (.S(Z[2])    ,.C(tmp_c[4])   ,.A(P2[0])  ,.B(tmp_s[1]));
    Full_Adder FA3 (.S(tmp_s[3]),.C(tmp_c[5])   ,.A(P2[1])  ,.B(tmp_s[2])  ,.Cin(tmp_c[4]));
    Full_Adder FA4 (.S(tmp_s[4]),.C(tmp_c[6])   ,.A(P1[3])  ,.B(tmp_c[3])  ,.Cin(tmp_c[5]));
    Half_Adder HA3 (.S(Z[3])    ,.C(tmp_c[7])   ,.A(P3[0])  ,.B(tmp_s[3]));
    Full_Adder FA5 (.S(tmp_s[5]),.C(tmp_c[8])   ,.A(P2[2])  ,.B(tmp_s[4])  ,.Cin(tmp_c[7]));
    Full_Adder FA6 (.S(tmp_s[6]),.C(tmp_c[9])   ,.A(P2[3])  ,.B(tmp_c[6])  ,.Cin(tmp_c[8]));
    Half_Adder HA4 (.S(Z[4])    ,.C(tmp_c[10])  ,.A(P3[1])  ,.B(tmp_s[5]));
    Full_Adder FA7 (.S(Z[5])    ,.C(tmp_c[11])  ,.A(P3[2])  ,.B(tmp_s[6])  ,.Cin(tmp_c[10]));
    Full_Adder FA8 (.S(Z[6])    ,.C(Z[7])  ,.A(P3[3])       ,.B(tmp_c[9])  ,.Cin(tmp_c[11]));  
endmodule
==> results.sh <==
# implementation run metrics
export IMPL_outcome="finished, violations left"
export IMPL_violations="setup timing"
export IMPL_critical_path_class="in -> out"
export IMPL_final_layout_size_suffix_gt1_frac=0.4333
export IMPL_yosys_area_top_type_share=0.4197
export IMPL_routed_via_count=309
export IMPL_largest_area_cell="fa_1"
export IMPL_area_leaders="fa_1, and2_1, buf_4"
export IMPL_synth_cell_types=6
export IMPL_drtPass1Iterations=2
export IMPL_io_buffers=16
export IMPL_slowest_stage="fa_1"
export IMPL_clock_fmax_mhz=165.4
export IMPL_ys_sh_adder=0.5508
export IMPL_ys_seq_share=0
export IMPL_crit_end="Z[6]"
export IMPL_simple_gate_share=0.2230
export IMPL_num_rows=21
export IMPL_gp_congestion=0.7680
export IMPL_synth_area_per_cell_sq_um=8.673
export IMPL_slowest_delay_ns=0.50
export IMPL_die_x_microns=80
export IMPL_grt_ovfl_total=0
export IMPL_cp_arrival_ns=4.89
export IMPL_min_from="Y[0]"
export IMPL_core_area_sq_um=3416
export IMPL_drc=0
export IMPL_crit_start="Y[0]"
export IMPL_path_cells="buf_6 -> and2_4 -> ha_4 -> fa_2 -> inv_2 -> fa_1 -> inv_2 -> fa_2 -> inv_2 -> fa_1 -> fa_2 -> fa_1 -> fa_2 -> inv_2 -> fa_1 -> buf_2"
export IMPL_via_per_inst=2.915
export IMPL_ys_sh_aoi=0
export IMPL_routed_wl_microns=871
export IMPL_dp_hpwl_microns=806.6
export IMPL_period_used=1.042
export IMPL_cp_top_family="adder cells"
export IMPL_grt_pass1_vias=341
export IMPL_maxSlewHeadroom=0.9026
export IMPL_common_cells="and2_1, inv_1, fa_1"
export IMPL_ir_worst_vdd_v=0.00001125
export IMPL_flops=0
export IMPL_tightest_slew_ns=0.1456
export IMPL_flop_area_sq_um=0
export IMPL_initCoreUtil=0.1117
export IMPL_detail_route_iter0_violations=4
export IMPL_netlist_area_sq_um=381.6
export IMPL_final_setup_worst_slack_ns=-0.2458
export IMPL_fin_crit_ns=6.046
export IMPL_synth_top_cell_by_count="and2_1"
export IMPL_insertedDiodeCount=0
export IMPL_ys_warn_count=0
export IMPL_grt_setup_unrepaired="yes"
export IMPL_final_util=0.1832
export IMPL_wire_per_inst_microns=8.217
export IMPL_warnings=35
export IMPL_setup_viol=2
export IMPL_syn_to_final_growth_pct=63.93
export IMPL_grt_max_degree=5
export IMPL_crit_cells=16
export IMPL_cp_start_kind="primary input"
export IMPL_yosysChipArea_sq_um=381.6
export IMPL_yosysCellCount=44
export IMPL_drv_cap=0
export IMPL_leakage_uw=0.0002808
export IMPL_die_area_sq_um=6400
export IMPL_logic_family="adder cells"
export IMPL_powerDensity_nw_per_um2=88.65
export IMPL_mux_area_frac=0
export IMPL_synth_cells=44
export IMPL_ys_sh_xor=0
export IMPL_required_ns=4.64
export IMPL_io_pins=16
export IMPL_path_max_fanout=2
export IMPL_design_area_sq_um=625.6
export IMPL_place_area_sq_um=611.8
export IMPL_slew_viol_final=0
export IMPL_antenna_found_initial=0
export IMPL_ant_nets=0
export IMPL_worstHoldPathType="in -> out"
export IMPL_path_buffers=6
export IMPL_cp_end_kind="output pin"
export IMPL_n_clock_buffer=0
export IMPL_hold_viol_final=0
export IMPL_grt_use_total=0.02890
export IMPL_grt_pass1_wl_microns=1580
export IMPL_die_h_microns=80
[power by group]
part / leakage (uW) / switching (uW) / total, uW / internal (uW)
logic: 0.000281 / 19.8 / 55.5 / 35.6
registers: 0 / 0 / 0 / 0
clock network: 0 / 0 / 0 / 0
[through the flow]
step / hold slack, ns / power, uW / TNS, ns / setup WS, ns / cells
after floorplan: 2.392 / 35.49 / -0.1001 / -0.1001 / 44
after global placement: 3.424 / 60.55 / -2.954 / -1.036 / 106
after detailed placement: 3.412 / 59.57 / -2.939 / -1.031 / 106
after CTS: 3.101 / 57.83 / -0.6635 / -0.3320 / 106
after global routing: 3.069 / 66.68 / -0.8918 / -0.4000 / 106
final: 3.053 / 55.46 / -0.4556 / -0.2458 / 106
[area by class of cell]
cell class	instances	area, sq um
multi-input combinational	28	327.8
tap	46	57.56
inverter	9	33.78
fill	381	2790
timing repair buffer	23	206.4
[layer usage]
layer / global-route usage / part of all wire / vias to the layer above
li1: - / - / 153
met1: 0.03385 / 0.38 / 150
met2: 0.05618 / 0.55 / 6
met3: 0.004545 / 0.070 / 0
met4: 0 / 0 / 0
met5: 0 / 0 / -
[cells in the final DEF, fill, tap and decap left out]
cell	netlist	routed
clkdlybuf4s50_1	0	7
and2_1	10	6
nand2_1	6	6
inv_1	9	5
buf_6	0	5
buf_4	7	5
inv_2	0	4
and2_4	0	4
fa_1	8	4
fa_2	0	4
ha_1	4	3
buf_2	0	3
dlygate4sd2_1	0	2
ha_4	0	1
clkdlybuf4s15_1	0	1
[timing repair]
action / in CTS / in global routing
setup buffers: 0 / 0
setup endpoints to repair: 4 / 3
pin swaps: 12 / 11
hold buffers: 0 / 0
resized: 35 / 4
[kinds of logic after synthesis]
group | after synthesis
adders and majority gates | 12
and+or+nand+nor | 16
buffers and inverters | 16
[worst min path at each step]
stage / endpoint / slack (ns) / cells past startpoint
after CTS: Z[0] / 3.10 / 4
after global routing: Z[0] / 3.07 / 4
final: Z[0] / 3.05 / 4
Power and IR drop assume default switching activity.
